==> flow/design.v <==
`timescale 1 ns / 1 ns
module vga_640x480(pclk, reset, hsync, vsync, valid, h_cnt, v_cnt);
   input        pclk;
   input        reset;
   output       hsync;
   output       vsync;
   output       valid;
   output [9:0] h_cnt;
   output [9:0] v_cnt;
   parameter    h_frontporch = 96;
   parameter    h_active = 144;
   parameter    h_backporch = 784;
   parameter    h_total = 800;
   parameter    v_frontporch = 2;
   parameter    v_active = 35;
   parameter    v_backporch = 515;
   parameter    v_total = 525;
   reg [9:0]    x_cnt;
   reg [9:0]    y_cnt;
   wire         h_valid;
   wire         v_valid;
   always @(negedge reset or posedge pclk)
      if (reset == 1'b0)
         x_cnt <= 1;
      else 
      begin
         if (x_cnt == h_total)
            x_cnt <= 1;
         else
            x_cnt <= x_cnt + 1;
      end
   always @(posedge pclk)
      if (reset == 1'b0)
         y_cnt <= 1;
      else 
      begin
         if (y_cnt == v_total & x_cnt == h_total)
            y_cnt <= 1;
         else if (x_cnt == h_total)
            y_cnt <= y_cnt + 1;
      end
   assign hsync = ((x_cnt > h_frontporch)) ? 1'b1 : 1'b0;
   assign vsync = ((y_cnt > v_frontporch)) ? 1'b1 : 1'b0;
   assign h_valid = ((x_cnt > h_active) & (x_cnt <= h_backporch)) ? 1'b1 : 1'b0;
   assign v_valid = ((y_cnt > v_active) & (y_cnt <= v_backporch)) ? 1'b1 : 1'b0;
   assign valid = ((h_valid == 1'b1) & (v_valid == 1'b1)) ? 1'b1 : 1'b0;
   assign h_cnt = ((h_valid == 1'b1)) ? x_cnt - 144 : {10{1'b0}};
   assign v_cnt = ((v_valid == 1'b1)) ? y_cnt - 35 : {10{1'b0}};
endmodule
`timescale 1 ns / 1 ns
module vga_display(pclk, rst_n, hsync, vsync, vga_r, vga_g, vga_b, 
                  weXG, weGxy, weThetaT, weGxyT, webGxyT,
                  X_addr, XG_addr, Gxy_addr, ThetaT_addr, GxyT_addr, bGxyT_addr,
                  X_douta, XG_douta, Gxy_douta, ThetaT_douta, GxyT_douta, bGxyT_douta
                  );
   input           pclk;
   input           rst_n;
   output          hsync;
   output          vsync;
   output reg [3:0]    vga_r;
   output reg [3:0]    vga_g;
   output reg [3:0]    vga_b;
   input    wire            weXG;
   input    wire            weGxy;
   input    wire            weThetaT;
   input    wire            weGxyT;
   input    wire            webGxyT;
   output   reg  [15:0]     X_addr;
   output   reg  [15:0]     XG_addr;
   output   reg  [15:0]     Gxy_addr;
   output   reg  [15:0]     ThetaT_addr;
   output   reg  [15:0]     GxyT_addr;
   output   reg  [15:0]     bGxyT_addr;
   input    wire [7:0]      X_douta;
   input    wire [7:0]      XG_douta;
   input    wire [7:0]      Gxy_douta;
   input    wire [23:0]     ThetaT_douta;
   input    wire [7:0]      GxyT_douta;
   input    wire [7:0]      bGxyT_douta;
   wire            valid;
   wire [9:0]      h_cnt;
   wire [9:0]      v_cnt;
   reg [23:0]      vga_data;
   wire            display_area;
   wire      [2:0] display;
   parameter [9:0] ini_x = 20;
   parameter [9:0] ini_y = 40;
   parameter [9:0] iWidth = 200;
   parameter [9:0] iHeight = 200;
   wire DISPLAY_ORIGIN;
   wire DISPLAY_GAUSSIAN;
   wire DISPLAY_GRADIENT;
   wire DISPLAY_DIRECTION;
   wire DISPLAY_NMS;
   wire DISPLAY_HYSTERESIS;
	vga_640x480 u1 (
		.pclk(pclk), 
		.reset(rst_n), 
		.hsync(hsync), 
		.vsync(vsync), 
		.valid(valid), 
		.h_cnt(h_cnt), 
		.v_cnt(v_cnt)
		);
   assign DISPLAY_ORIGIN = ((v_cnt >= ini_y) && (v_cnt <= ini_y + iHeight -1) && (h_cnt >= ini_x) && (h_cnt <= ini_x + iWidth - 1)) ? 1 : 0;
   assign DISPLAY_GAUSSIAN = ((v_cnt >= ini_y) && (v_cnt <= ini_y + iHeight -1) && (h_cnt >= ini_x + iWidth) && (h_cnt <= ini_x + 2*iWidth - 1)) ? 1 : 0;
   assign DISPLAY_GRADIENT = ((v_cnt >= ini_y) && (v_cnt <= ini_y + iHeight -1) && (h_cnt >= ini_x + 2*iWidth) && (h_cnt <= ini_x + 3*iWidth - 1)) ? 1 : 0;
   assign DISPLAY_DIRECTION = ((v_cnt >= ini_y + iHeight) && (v_cnt <= ini_y + 2*iHeight -1) && (h_cnt >= ini_x) && (h_cnt <= ini_x + iWidth - 1)) ? 1 : 0;
   assign DISPLAY_NMS = ((v_cnt >= ini_y + iHeight) && (v_cnt <= ini_y + 2*iHeight -1) && (h_cnt >= ini_x + iWidth) && (h_cnt <= ini_x + 2*iWidth - 1)) ? 1 : 0;
   assign DISPLAY_HYSTERESIS = ((v_cnt >= ini_y + iHeight) && (v_cnt <= ini_y + 2*iHeight -1) && (h_cnt >= ini_x + 2*iWidth) && (h_cnt <= ini_x + 3*iWidth - 1)) ? 1 : 0;
   always @(posedge pclk or negedge rst_n)
   begin
      if (!rst_n)
         vga_data <= 0;
      else 
      begin
         if (valid == 1'b1)
         begin
            if (DISPLAY_ORIGIN)
            begin
               X_addr <= X_addr + 16'b0000000000000001;
               vga_data <= X_douta;
            end
            else if (DISPLAY_GAUSSIAN)
            begin
               XG_addr <= XG_addr + 16'b0000000000000001;
               vga_data <= XG_douta;
            end
            else if (DISPLAY_GRADIENT)
            begin
               Gxy_addr <= Gxy_addr + 16'b0000000000000001;
               vga_data <= Gxy_douta;
            end
            else if (DISPLAY_DIRECTION)
            begin
               ThetaT_addr <= ThetaT_addr + 16'b0000000000000001;
               vga_data <= ThetaT_douta;
            end
            else if (DISPLAY_NMS)
            begin
               GxyT_addr <= GxyT_addr + 16'b0000000000000001;
               vga_data <= GxyT_douta;
            end
            else if (DISPLAY_HYSTERESIS)
            begin
               bGxyT_addr <= bGxyT_addr + 16'b0000000000000001;
               vga_data <= bGxyT_douta;
            end
            else
            begin
               X_addr <= X_addr;
               XG_addr <= XG_addr;
               Gxy_addr <= Gxy_addr;
               ThetaT_addr <= ThetaT_addr;
               GxyT_addr <= GxyT_addr;
               bGxyT_addr <= bGxyT_addr;
               vga_data <= 0;
            end
         end
         else  
         begin
            vga_data <= 0; 
            if (v_cnt == 0)
            begin
               X_addr <= 16'b0000000000000000;
               XG_addr <= 16'b0000000000000000;
               Gxy_addr <= 16'b0000000000000000;
               ThetaT_addr <= 16'b0000000000000000;
               GxyT_addr <= 16'b0000000000000000;
               bGxyT_addr <= 16'b0000000000000000;
            end
         end
      end
   end
   always @(weXG or weGxy or weGxyT or weThetaT or webGxyT or vga_data or DISPLAY_ORIGIN or DISPLAY_GAUSSIAN or DISPLAY_GRADIENT or DISPLAY_NMS or DISPLAY_HYSTERESIS or DISPLAY_DIRECTION)
   begin
      if (DISPLAY_ORIGIN || !weXG & DISPLAY_GAUSSIAN || !weGxy & DISPLAY_GRADIENT || !weGxyT & DISPLAY_NMS || !webGxyT & DISPLAY_HYSTERESIS)
      begin
         vga_r <= vga_data[7:4];
         vga_g <= vga_data[7:4];
         vga_b <= vga_data[7:4];
      end
      else if (!weThetaT & DISPLAY_DIRECTION)
      begin
         vga_r <= vga_data[7:4];
         vga_g <= vga_data[15:12];
         vga_b <= vga_data[23:20];
      end
	  else
	  begin
		vga_r <= 4'b0000;
		vga_g <= 4'b0000;
		vga_b <= 4'b0000;
	  end
   end
endmodule
==> flow/run.sh <==
#!/bin/bash
# OpenROAD 26Q1-2900-gdf79404cd8, Yosys 0.63+post, stock flow scripts
make -C /OpenROAD-flow-scripts/flow DESIGN_CONFIG=/design/flow/config.mk WORK_HOME=/design/flow/orfs finish
==> flow/config.mk <==
export PLATFORM = sky130hd
export DESIGN_NAME = vga_display
export DESIGN_NICKNAME = vga_display
export VERILOG_FILES = /design/flow/design.v
export SDC_FILE = /design/flow/constraint.sdc
export NUM_CORES = 4
export LEC_CHECK = 1
export CORE_UTILIZATION = 40
==> flow/constraint.sdc <==
current_design vga_display

set clk_period 8.5
set clk_io_pct 0.2

create_clock -name clk0 -period $clk_period [get_ports {pclk}]

set non_clock_inputs [all_inputs -no_clocks]
set_input_delay [expr $clk_period * $clk_io_pct] -clock clk0 $non_clock_inputs
set_output_delay [expr $clk_period * $clk_io_pct] -clock clk0 [all_outputs]
==> run summary <==
placed cell area = 9200 sq um
Rows = 49
cell with the most instances after synthesis = nor2_1
critical path type = flop to output pin
Via Count = 6167
Port Buffer Count = 148
largest net degree at the start of global routing = 52
CTS Buf Count = 17
status = finished, final reports clean
Log Warnings = 63
Fmax = 155 MHz
gr usage total = 20.1%
post-layout min period = 6.44 ns
YS warnings = 2
Worst-Skew Late Latency = 0.41 ns
diodes inserted = 0
Root Driver = clkbuf_16
area delta synth->final = 29.0%
and+or+nand+nor area frac = 23.2%
post-route setup TNS = 0 ns
Final Power = 1420 uW
xor/xnor share = 11.3%
PD cells = 145 nW/um^2
CTS tree = built
crit path DRT = 6.80 ns
type of the tightest min-delay check = flop to flop
EDFF count, synth = 96
global-route wire length before repair = 30200 microns
endpoints failing hold = 0
fa+ha+maj area frac = 2.48%
vias in the first global route = 5836
final worst slack = 2.06 ns
first drt pass iteration count = 6
fillers = 1549
number of max-cap violations = 0
Mux area share = 0.132%
Setup Buffers After CTS = 0
final tally of max-slew violations = 0
fin area = 9770 sq um
top cell type's share of synthesized area = 38.1%
initial antenna violation count = 0
drc violations = 0
Final Cycle Share = 75.7%
Starting DRT DRC Count = 443
Top non-seq family = simple AND/OR/NAND/NOR gates
Yosys Instances = 781
Startpoint Class = flop
Post-Syn Instances = 781
Mapped Avg Cell Area = 9.70 sq um
CP arrival = 4.74 ns
Synth area leader = edfxtp_1
Synth Area in Compound Gates = 10.5%
worst vdd ir = 0.126 mV
Die Y = 140 microns
Yosys chip area = 7570 sq um
Via-to-Cell Ratio = 5.34
post-cts resize count = 0
CP Capture Type = output pin
Sink Count = 128
top cells by count, synth = nor2_1, edfxtp_1, nand3_1
Routed Antenna Nets = 0
Lkg Pwr = 0.00348 uW
Reg clk slew, reported paths = 0.06 ns
Clock Skew = 0.00846 ns
drt wl/cell = 15.8 microns
Post-CTS Hold Buffers = 0
layout cells sized above 1 = 6.37%
Final GP Congestion = 0.894
fp util = 41.4%
ys flops = 128
H-tree levels = 4
Crit Path Max Fanout = 50
Seq/Total Area, Yosys = 48.0%
Max Root-Sink Buffers = 2
Storage cell area = 3630 sq um
ys flop type = edfxtp_1
# IOs = 181
Core ar. = 18300 sq um
top cells, area = edfxtp_1, nor2_1, dfrtp_1, xor2_1, xnor2_1
Die Area = 19500 sq um
die x size = 140 microns
comb. cell area = 3630 sq um
Least-Margin Pin Slew = 0.864 ns
Slew HR = 42.3%
Unique cell types = 72
DP Wirelength = 12700 microns
RSZ-0062 raised after global routing = no
hold_ws = 0.478 ns
Syn Std Cell Area = 7570 sq um
routed wire length = 18200 microns
Setup Viol. Count Final = 0
gr ovfl total = 0
fraction of registers with async set/reset = 17.2%
dpl ws = 2.55 ns
-- layer usage --
metal | track usage [%] | routed length (microns) | up-vias
met5 | 0 | 0 | -
met1 | 32.8 | 8550 | 2910
met3 | 4.56 | 1250 | 11
met4 | 1.79 | 163 | 0
met2 | 30.1 | 8230 | 209
li1 | - | - | 3037
-- worst max-delay path, stage by stage, from the launching register on --
cell             delay [ns]
dfrtp_1                0.49
inv_1                  0.17
ha_1                   0.38
o311ai_1               0.67
a21boi_2               0.40
nand2b_4               0.37
nor4_2                 0.67
a22oi_1                0.21
o211ai_2               0.25
a22o_1                 0.24
clkdlybuf4s50_1        0.50
-- cells by family (layout without fill, tap and decap cells) --
| family | Yosys count | after routing |
|---|---|---|
| AND/OR/NAND/NOR | 360 | 360 |
| flip-flops | 128 | 128 |
| AND-OR/OR-AND | 109 | 109 |
| XOR/XNOR | 98 | 98 |
| buffers and inverters | 70 | 215 |
| adder cells (fa/ha/maj) | 15 | 15 |
| multiplexers | 1 | 1 |
-- state kept, by name, summed over array words and instances (netlist names) --
name         count
GxyT_addr       16
Gxy_addr        16
ThetaT_addr     16
XG_addr         16
X_addr          16
bGxyT_addr      16
u1.x_cnt        10
u1.y_cnt        10
vga_data        12
-- cell usage in the layout, fill, tap and decap left out, drive strengths merged, types with 19 or more instances in the layout --
cell type	count
edfxtp	96
nand2	41
nand3	57
nor2	145
xor2	51
xnor2	47
and3	25
inv	31
a21oi	19
dfrtp	21
o21ai	21
clkdlybuf4s50	148
-- final timing paths --
check                                            from                           end  slack (ns)  cells after the start
worst max-delay path            u1.x_cnt[4]$_DFF_PN0_                      vga_g[2]        2.06                     10
worst min-delay path            u1.x_cnt[0]$_DFF_PN1_         u1.x_cnt[0]$_DFF_PN1_        0.48                      1
worst max register to register  u1.x_cnt[4]$_DFF_PN0_  bGxyT_addr[15]$_SDFFCE_PN0P_        4.40                      9
worst min register to register  u1.x_cnt[0]$_DFF_PN1_         u1.x_cnt[0]$_DFF_PN1_        0.48                      1
max in group asynchronous                       rst_n         u1.x_cnt[0]$_DFF_PN1_        6.52                      2
min in group asynchronous                       rst_n        vga_data[23]$_DFF_PN0_        1.67                      2
-- metrics by stage --
stage / util, % / std cells
after floorplan: - / 781
after global placement: 50.4 / 1124
after detailed placement: 50.4 / 1124
after CTS: 53.5 / 1155
after global routing: 53.5 / 1155
final: 53.5 / 1155
-- power breakdown --
group / leakage [uW] / switching [uW] / internal (uW)
Clock: 0.000273 / 276 / 429
Combinational: 0.00171 / 18.2 / 22.3
Sequential: 0.00151 / 2.39 / 673
Total: 0.00348 / 297 / 1120
-- cell type report --
| cell class | count | area share (%) |
|---|---|---|
| clock buffer | 17 | 4.36 |
| clock inverter | 14 | 1.45 |
| inverter | 28 | 1.08 |
| multi-input combinational | 583 | 37.2 |
| sequential | 128 | 37.2 |
| tap | 229 | 2.93 |
| timing repair buffer | 156 | 15.8 |
Power is estimated from default activity; no workload was simulated.
