===== flow/run.sh =====
#!/bin/bash
# OpenROAD 26Q1-2900-gdf79404cd8, Yosys 0.63+post, stock flow scripts
make -C /OpenROAD-flow-scripts/flow DESIGN_CONFIG=/design/flow/config.mk WORK_HOME=/design/flow/orfs finish

===== flow/constraint.sdc =====
current_design clk_div

set clk_period 2.7
set clk_io_pct 0.2

create_clock -name clk0 -period $clk_period [get_ports {origin_clk}]

set non_clock_inputs [all_inputs -no_clocks]
set_input_delay [expr $clk_period * $clk_io_pct] -clock clk0 $non_clock_inputs
set_output_delay [expr $clk_period * $clk_io_pct] -clock clk0 [all_outputs]

===== flow/config.mk =====
export PLATFORM = sky130hd
export DESIGN_NAME = clk_div
export DESIGN_NICKNAME = clk_div
export VERILOG_FILES = /design/flow/design.v
export SDC_FILE = /design/flow/constraint.sdc
export NUM_CORES = 4
export LEC_CHECK = 1
export CORE_AREA = 10 10 70 70
export DIE_AREA = 0 0 80 80

===== flow/design.v =====
`timescale 1 ns / 1 ns
module clk_div(
    input origin_clk,
    input reset,
    input [7:0] div,
    output reg div_clk
    );
    reg [7:0] count;
    always@(posedge origin_clk or negedge reset)
    begin
        if(!reset)
        begin
            div_clk <= 0;
            count <= 0;
        end
        else
        begin
            if(count == div)
            begin
                div_clk <= ~div_clk;
                count <= 0;
            end
            else
                count <= count + 1'b1;
        end
    end
endmodule

==> CHANGELOG.md <==
### Changed

* CP endpoint kind: primary output
* Die X at 80 µm
* Post-Syn Instances at 44
* Startpoint Class: flop
* Slew HR at 72.7%
* Setup bufs post-CTS at 0
* CP max FO at 2
* HPWL after DPL at 789 µm
* Share of layout cells above drive strength 1 at 8.62%
* Setup TNS at 0 ns
* CP delay by family, top: buffers and inverters
* Final Hold Vio Count at 0
* Tmin final at 1.65 ns
* Starting Density at 13.7%
* Synth cell types at 13
* Worst path max stage delay at 0.48 ns
* Cell area leaders: dfrtp_1 48%, xnor2_1 21%, xor2_1 7.5%, nor2_1 6.4%, ha_1 2.7%
* Antenna violations before repair at 0
* Register share after synthesis at 48.1%
* Post-route cell area at 652 µm²
* Leak at 0.246 nW
* CP max stage cell: clkdlybuf4s50_1
* Req. time, crit path at 2.16 ns
* GRT Util Overall at 3.15%
* Largest net degree at the start of global routing at 10
* RSZ-0062 raised after global routing: no
* # IOs at 11
* Maximum root-to-sink buffer count at 2
* Setup Skew at 0.00133 ns
* WL/cell at 9.18 µm
* Yosys cell count at 44
* CTS root buffer: clkbuf_4
* Pwr/cell area at 922 nW/µm²
* Worst-path clk slew at 0.06 ns
* Arrival time of the worst setup path at 1.11 ns
* Grt total ovfl at 0
* CORE AREA at 3420 µm²
* Cts repair resizes at 0
* Yosys top cell by area: dfrtp_1
* CP bufs+invs at 1
* Final WL at 955 µm
* Status: completed
* H-tree depth at 1
* Worst hold-check path type: flop to flop
* # diodes at 0
* PortBufs at 10
* Metal-1 WL at 348 µm
* Num CTS Buffers at 3
* Post-Synthesis Cell Area at 468 µm²
* Least-Margin Pin Slew at 0.408 ns
* Vias in the first global route at 355
* Rows at 21
* Slew Viols, Final at 0
* Synth warn at 1
* DRC viols at 0
* Max Used Layer: met4
* Die Y at 80 µm
* Finish-stage setup viols at 0
* Max rail drop VDD at 152 µV
* Tool warnings at 25
* Peak Freq at 0.607 GHz
* Syn-to-layout area delta at 39.3%
* Post-detailed-route count of antenna-violating nets at 0
* Pre-antenna DRT Iters at 2
* Met3 WL at 41 µm
* Hold Buf Count CTS at 0
* Largest type area fraction at 48.1%
* Routability cong. at 0.723
* Via count at 342
* Starting DRT DRC Count at 25
* Placed Area at 626 µm²
* CTS sink cnt at 9
* Yosys stat chip area at 468 µm²
* Filler instances at 394
* Post-route clock period utilization at 61.0%
* Met2 WL at 558 µm
* Chip area at 6400 µm²
* Max-cap violations at 0
* Avg Cell Area, Syn at 10.6 µm²
* WS Path Type: flop to primary output
* Worst skew pair latency at 0.25 ns
* Clock tree from TritonCTS: yes
* DR vias/cell at 3.29
* First-pass GRT wire length at 1.59 mm
* Post-synth regs at 9
* Worst-path cell chain: clkdlybuf4s50_1
## registers in the layout, summed over array words and instances, names as in the netlist
register	count
count	8
div_clk	1
## routing by layer
layer  global-route usage (%)  up-vias
met3                     1.36        2
li1                         -      171
met5                        0        -
met1                     3.32      167
met4                    0.704        0
met2                     5.62        2
## area by class of cell
cell class	instances	area (µm²)	share of cell area [%]
clock buffer	4	26.3	4.03
tap	46	57.6	8.83
sequential	9	225	34.5
multi-input combinational	35	243	37.2
timing repair buffer	10	100	15.4
## report_power, final
group | internal (W) | switching (W) | total, W
Combinational | 0.000132 | 0.0000944 | 0.000227
Sequential | 0.000197 | 0.0000765 | 0.000273
Clock | 0.0000568 | 0.0000443 | 0.000101
## final timing paths
kind / from / to / slack (ns) / depth (start not counted)
min in group asynchronous: reset / count[2] / 0.58 / 1
setup reg to reg: count[0] / div_clk / 1.41 / 4
max in group asynchronous: reset / div_clk / 1.84 / 1
hold / removal: div_clk / div_clk / 0.49 / 1
hold reg to reg: div_clk / div_clk / 0.49 / 1
setup / recovery: div_clk / div_clk / 1.05 / 1
## layout by cell type, fill, tap and decap left out
cell type        count
nor3_1               1
nand3_2              1
nor2_4               1
nand2_1              2
dfrtp_1              9
clkbuf_1             1
xor2_1               4
and3_1               1
nand4_1              2
nor2_1               8
nand3_1              2
ha_1                 1
xnor2_1             11
clkdlybuf4s50_1     10
nor2b_1              1
clkbuf_4             3
## cells in the mapped netlist (all sizes together)
cell type and instances:
nand3 3, xnor2 11, xor2 4, nor3 1, nor2b 1, dfrtp 9
ha 1, nor2 9, and3 1, nand4 2, nand2 2
## metrics by stage
stage | worst slack [ns] | total power, W | hold slack (ns) | cells | util (%)
detailed placement | 0.849 | 0.000503 | 0.484 | 100 | 18.3
global route | 0.998 | 0.000660 | 0.508 | 104 | 19.1
finish | 1.05 | 0.000601 | 0.485 | 104 | 19.1
floorplan | 1.45 | 0.000430 | 0.244 | 44 | -
CTS | 1.02 | 0.000611 | 0.494 | 104 | 19.1
global placement | 0.880 | 0.000502 | 0.479 | 100 | 18.3
## cell families (layout without fill, tap and decap cells)
| group | after synthesis | after routing | share of synthesized area, % |
|---|---|---|---|
| simple gates | 19 | 19 | 21.1 |
| xor+xnor | 15 | 15 | 28.1 |
| flops | 9 | 9 | 48.1 |
| fa+ha+maj | 1 | 1 | 2.67 |
| buf+inv | 0 | 14 | 0 |
Power figures rest on the tool's default switching activity, not on a simulated workload.
